**design/flow/run.sh**
```bash
#!/bin/bash
# OpenROAD 26Q1-2900-gdf79404cd8, Yosys 0.63+post, stock flow scripts
make -C /OpenROAD-flow-scripts/flow DESIGN_CONFIG=/design/flow/config.mk WORK_HOME=/design/flow/orfs finish
```
**design/flow/design.v**
```verilog
`timescale 1ns / 1ps
module rotate_right_vector #(
    parameter MAX_BLOCK_SIZE = 64,   
    localparam WIDTH = $clog2(MAX_BLOCK_SIZE)   
) (
    input wire [MAX_BLOCK_SIZE-1:0] in_vector,   
    input wire [WIDTH-1:0] shift_amount,   
    input wire [WIDTH-1:0] width,   
    output wire [MAX_BLOCK_SIZE-1:0] out_vector   
);
  reg [MAX_BLOCK_SIZE-1:0] effective_bits;
  wire [MAX_BLOCK_SIZE-1:0] only_effective_bits, rotated_bits;
  always @(width) begin
    effective_bits = ~((1 << (MAX_BLOCK_SIZE - width)) - 1);
  end
  assign only_effective_bits = (in_vector & effective_bits);
  assign rotated_bits = (only_effective_bits << (width - shift_amount)) | 
                        (only_effective_bits >> shift_amount);
  assign out_vector = 
    (shift_amount == ((1 << WIDTH) - 1)) ? 0 : rotated_bits & effective_bits;
endmodule
```
**design/flow/constraint.sdc**
```tcl
current_design rotate_right_vector

set clk_period 20.0
set clk_io_pct 0.2

create_clock -name clk0 -period $clk_period

set non_clock_inputs [all_inputs -no_clocks]
set_input_delay [expr $clk_period * $clk_io_pct] -clock clk0 $non_clock_inputs
set_output_delay [expr $clk_period * $clk_io_pct] -clock clk0 [all_outputs]
```
**design/flow/config.mk**
```make
export PLATFORM = sky130hd
export DESIGN_NAME = rotate_right_vector
export DESIGN_NICKNAME = rotate_right_vector
export VERILOG_FILES = /design/flow/design.v
export SDC_FILE = /design/flow/constraint.sdc
export NUM_CORES = 4
export LEC_CHECK = 1
export CORE_UTILIZATION = 40
```
==> results.tsv <==
metric	value	unit
outcome	finished, final reports clean	
drcViolationCount	0	
grt_antenna_before_repair	9	
yosys_warnings	1	
critPathCaptureType	primary output	
n_sequential_cell	0	
row_count	67	
die-area	34700	um^2
synth.distinct_cells	110	
ys_cells	2129	
dieWidth	186	um
numPortBuffers	138	
place.gp.congestion	1.27	
leakagePower	5.14	nW
path_cells	buf_2 -> buf_4 -> and3_1 -> nand2_1 -> ha_1 -> inv_1 -> a21oi_2 -> and2_1 -> a31oi_1 -> o31ai_1 -> a22oi_1 -> a222oi_1 -> o2111ai_1 -> a21oi_1 -> clkdlybuf4s50_1	
synthesis.area	13600	um^2
pwr_density_cell	56.2	nW/um^2
area_growth	12.7	%
relSlewSlack	8.91	%
clock_buffers	0	
crit_type	in -> out	
min_path_type	in -> out	
grt_max_degree	67	
die_y	186	um
fin_crit	14.45	ns
path_buffers	4	
finalCritPeriodShare	72.2	%
grt_pass1_wl	148000	um
hold_buffers	0	
synth_cells	2129	
core	33400	um^2
swShare	68.5	%
critPathMaxStageDelay	1.04	ns
setup_viol	0	
first_global_vias	19200	
slew_violations	0	
dp_hpwl	80500	um
post_drt_wl_per_cell	41.2	um
switchingPower	0.591	mW
dp_cells	2577	
yosys_area	13600	um^2
cp.arrival	10.45	ns
seq_area	0	um^2
cts_setup_buffers	0	
warning_count	33	
critical_path.top_delay_family	AND-OR/OR-AND gates	
ir_drop	0.0000633	V
syn_avg_cell_area	6.38	um^2
post_cts_resized	0	
drive_above_1_share	11.1	%
grt_overflow	0	
hold_violations	0	
worstPathRequired	16.00	ns
fin_setup_tns	0	ns
ys_seq_share	0	%
worstMarginPinSlew	1.35	ns
ant_nets	0	
cp_max_fo	53	
critPathLaunchType	input pin	
fin_cells	2586	
pin_count	140	
cap_violations	0	
grtUsageTotal	61.1	%
first_iter_violations	4694	
fp-utilization	40.6	%
routed_wl	107000	um
design_power_total	0.862	mW
clock.fmax	69.2	MHz
num_vias	21900	
rsz0062_at_grt	false	
internal_power	0.271	mW
cp_slowest_cell	o31ai_1	
avgViaCountPerCell	8.46	
firstDrtPassIters	13	
## final cells by class
class / count / area (um^2)
Antenna cell: 9 / 22.5
Inverter: 25 / 93.8
Tap cell: 448 / 561
Fill cell: 3391 / 18100
Timing Repair Buffer: 231 / 2040
Multi-Input combinational cell: 1873 / 12600
## logic make-up after synthesis
kind of cell	synth area share, %
other	0.0552
buffers and inverters	7.72
xor gates and xnor gates	0.700
muxes	11.2
AOI/OAI and AO/OA	48.6
adders and majority gates	0.700
and+or+nand+nor	31.0
## cells in the final DEF (no fill, tap or decap), types with 52 or more instances in the layout
master           synthesis  routed
a211oi_1                52      52
nand3_1                122     122
a31oi_1                 64      64
buf_4                    4      94
o21ai_0                112     112
o211ai_1                80      80
nand2_1                227     226
nor3_1                  58      58
a21oi_1                119     119
nor2_1                 195     195
clkdlybuf4s50_1          0     129
## per-stage QoR
stage	setup WS (ns)	instance area (um^2)	utilization [%]	hold WS, ns
after floorplan	7.61	13600	-	8.16
after global placement	6.28	15300	45.7	9.13
after detailed placement	6.25	15300	45.7	9.13
after CTS	6.24	15300	45.7	9.13
after global routing	5.89	15300	45.7	9.18
final	5.55	15300	45.8	9.20
## synth_stat cells (10+ instances only)
master | number | area (um^2)
o31ai_1 | 35 | 263
a22oi_1 | 32 | 240
a2111oi_0 | 10 | 87.6
o21a_1 | 14 | 105
o41ai_1 | 11 | 96.3
mux2i_1 | 41 | 410
a41oi_1 | 16 | 140
or3_1 | 20 | 125
inv_1 | 22 | 82.6
clkbuf_1 | 170 | 638
nor4_1 | 17 | 106
o31a_1 | 15 | 131
nand2_1 | 227 | 852
a221oi_1 | 18 | 158
nor3_1 | 58 | 290
o211ai_1 | 80 | 601
o32ai_1 | 15 | 131
o21ai_0 | 112 | 561
nand2b_1 | 19 | 119
a21o_1 | 13 | 97.6
nor2b_1 | 24 | 150
nand3_1 | 122 | 611
buf_1 | 18 | 67.6
or4_1 | 14 | 105
a311oi_1 | 17 | 149
o221ai_1 | 23 | 201
mux2_2 | 23 | 259
a31oi_1 | 64 | 400
mux4_2 | 38 | 856
and3_1 | 26 | 163
a211o_1 | 15 | 131
and2_1 | 29 | 181
nand4_1 | 41 | 257
o22ai_1 | 29 | 181
a311o_1 | 12 | 120
a31o_2 | 14 | 123
or2_2 | 16 | 100
a32oi_1 | 22 | 193
a21oi_1 | 119 | 596
o2111ai_1 | 25 | 219
nor2_1 | 195 | 732
o21ai_1 | 10 | 50.1
o311ai_0 | 24 | 210
a211oi_1 | 52 | 390
buf_2 | 34 | 170
## per-layer routing
layer  vias to the layer above  global-route usage (%)  share of wire (%)
met5                         -                    7.97               0.33
li1                       8621                       -                  -
met4                        12                    52.2                 12
met3                       790                    40.1                 19
met1                     10000                    69.1                 33
met2                      2428                    77.1                 36
## path summary, 6_finish.rpt
| check | end | from | cells past startpoint |
|---|---|---|---|
| worst min-delay path | out_vector[47] | width[5] | 5 |
| worst max-delay path | out_vector[14] | width[4] | 15 |
Power figures rest on the tool's default switching activity, not on a simulated workload.
